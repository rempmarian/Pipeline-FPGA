## design/flow/design.v

```verilog
`timescale 1ns / 1ps
module datapath (clock, pc, dinstOut, ewreg, em2reg, ewmem, ealuimm, ealuc, edestReg,eqa, eqb, eimm32, 
                mr, mqb, mdo, r, wwreg, wm2reg, wdestReg, wbr, wdo, b, mdestReg, wbData, stall);
    input wire clock; 
    output wire [31:0] pc;
    output wire [31:0] dinstOut;
    output wire ewreg;
    output wire em2reg;
    output wire ewmem;
    output wire ealuimm;
	output wire [3:0] ealuc;
	output wire [4:0] edestReg;
	output wire [31:0] eqa;
	output wire [31:0] eqb;
	output wire [31:0] eimm32;
	output wire [31:0] mr;
    output wire [31:0] mqb;
    output wire [31:0] mdo;
    output wire [31:0] r;
    output wire wwreg;
    output wire wm2reg;
    output wire [4:0] wdestReg;
    output wire [31:0] wbr;
    output wire [31:0] wdo;
	wire [31:0] instOut;
    wire [31:0] nextPC;
	wire wreg;
	wire m2reg;
	wire wmem;
	wire aluimm;
    wire [3:0] aluc;
    wire [4:0] destReg;
    wire [31:0] qa;
    wire [31:0] qb;
    wire [31:0] imm32;
    wire [15:0] imm;
    output wire [31:0] b;
    output wire [4:0] mdestReg;
    output wire [31:0] wbData;
    output wire [1:0] stall;
    pc pc_dp(clock, nextPC, stall, pc);
    stall _stall_dp(dinstOut[25:21], dinstOut[20:16], edestReg, mdestReg, stall);
    instructionMemory im_dp(pc, instOut);
    pcAdder pcAdder_dp(pc, nextPC);
    ifID ifID_dp(clock, stall, instOut, dinstOut);
    controlUnit controlUnit_dp(dinstOut[31:26], dinstOut[5:0], wreg, m2reg, wmem, aluc, aluimm, regrt);
    mux1 mux1_dp(dinstOut[15:11], dinstOut[20:16], regrt, destReg);
    regFile regFile_dp(clock, wwreg, dinstOut[25:21], dinstOut[20:16], wdestReg, wbData, qa, qb);
    immExtend immExtend_dp(dinstOut[15:0], imm32);
    dataMemory dataMemory_dp(mr, mqb, mwmem, clock, mdo);
    idEXE idEXE_dp(clock, wreg, m2reg, wmem, aluc, aluimm, destReg, qa, qb, imm32,
            ewreg, em2reg, ewmem, ealuc, ealuimm, edestReg, eqa, eqb, eimm32);
    mux2 mux2_dp(ealuimm, eqb, eimm32, b);
    alu alu_dp(eqa, b, ealuc, r);
    exeMEM exeMEM_dp(clock, ewreg, em2reg, ewmem, edestReg,r, eqb, mwreg, mm2reg, 
                mwmem, mdestReg, mr, mqb);
    memWB memWB_dp(clock, mwreg, mm2reg, mdestReg, mr, mdo, 
            wwreg, wm2reg, wdestReg, wbr, wdo);
    wbMux wbMux_dps(wbr, wdo, wm2reg, wbData);
endmodule
module pc(clock, nextPC, stall, pc);
    input wire clock;
    input wire [31:0] nextPC;
    input wire [1:0] stall;
    output reg [31:0] pc;
	initial begin
	pc <= 32'd100;
	end
	always @(posedge clock) begin   
	   if (stall == 1) begin
	       pc[31:0] = pc[31:0];
	   end
	   else begin
	       pc = nextPC;
	   end
	end 
endmodule 
module stall(rs, rt, edestReg, mdestReg, stall);
    input [4:0] rs;
    input [4:0] rt;
    input [4:0] edestReg;
    input [4:0] mdestReg;
    output reg [1:0] stall;
    initial begin
        stall = 0;
    end
    always @(*) begin
        if (rs == edestReg | rt == edestReg | rs == mdestReg | rt == mdestReg) 
        begin
            stall = 1;
        end
        else begin
            stall = 0;
        end
    end
endmodule
module instructionMemory(pc, instOut);
    input wire [31:0] pc;
    output reg [31:0] instOut;
    reg [31:0] memory [0:127];
    initial begin
	   memory[100] = {
	       6'b000000,
	       5'b00001, 
	       5'b00010, 
	       5'b00011, 
	       5'b00000,
	       6'b100000
	   }; 
	   memory[104] = {
	       6'b000000,
	       5'b01001,
	       5'b00011,
	       5'b00100,
	       5'b00000,
	       6'b100010
	   }; 
	   memory[108] = {
	       6'b000000,
	       5'b00011,
	       5'b01001,
	       5'b00101,
	       5'b00000,
	       6'b100101
	   }; 
	   memory[112] = {
	       6'b000000,
	       5'b00011,
	       5'b01001,
	       5'b00110,
	       5'b00000,
	       6'b100110
	   }; 
       memory[116] = {
            6'b000000, 
            5'b00011, 
            5'b01001, 
            5'b00111, 
            5'b00000, 
            6'b100100
        }; 
    end
	always @(pc) begin  
	   instOut <= memory[pc];
	end 
endmodule
module pcAdder (pc, nextPC);
    input wire [31:0] pc;
    output reg [31:0] nextPC;
	always @(*) begin  
	   nextPC <= pc + 4; 
	end 
endmodule
module ifID(clock, stall, instOut, dinstOut);
    input wire clock;
    input wire [1:0] stall;
    input wire [31:0] instOut;
    output reg [31:0] dinstOut;
	always @(posedge clock) begin  
	   if (stall == 1) begin  
	       dinstOut = dinstOut;
	   end
	   else begin
	       dinstOut = instOut;
	   end
	end 
endmodule
module controlUnit(op, func, wreg, m2reg, wmem, aluc, aluimm, regrt);
    input [5:0] op;
    input [5:0] func;
    output reg wreg, m2reg, wmem;
    output reg [3:0] aluc;
    output reg aluimm, regrt;   
    always@(*) begin
        case(op)
            6'b000000:
                case(func)
                    6'b100000: 
                    begin 
                        wreg = 1;
                        m2reg = 0;
                        wmem = 0;
                        aluc = 4'b0010;
                        aluimm = 0;
                        regrt = 0;       
                    end  
                    6'b100010: 
                    begin
                        wreg = 1;
                        m2reg = 0;
                        wmem = 0;
                        aluc = 4'b0110;
                        aluimm = 0;
                        regrt = 0; 
                    end
                    6'b100101:
                    begin 
                        wreg = 1; 
                        m2reg = 0; 
                        wmem = 0; 
                        aluc = 4'b0001;
                        aluimm = 0;
                        regrt = 0;
                    end
                    6'b100110:
                    begin 
                        wreg = 1; 
                        m2reg = 0; 
                        wmem = 0; 
                        aluc = 4'b0011;
                        aluimm = 0;
                        regrt = 0;
                    end
                    6'b100100:
                    begin
                        wreg = 1; 
                        m2reg = 0; 
                        wmem = 0; 
                        aluc = 4'b0000;
                        aluimm = 0;
                        regrt = 0;
                    end
                endcase  
            6'b100011: 
            begin
                wreg = 1;
                m2reg = 1;
                wmem = 0;
                aluc = 4'b0010;
                aluimm = 1;
                regrt = 1;
            end
        endcase
    end
endmodule
module mux1 (rd, rt, regrt, destReg);
    input [4:0] rd;
    input [4:0] rt;
    input regrt;
    output reg [4:0] destReg;
    always@(*) begin
        if (regrt == 1) begin
            destReg <= rt;
        end
        else begin
            destReg <= rd;
        end
    end
endmodule
module regFile(clock, wwreg, rs, rt, wdestReg, wbData, qa, qb);
    input wire clock;
    input wire wwreg;
    input [4:0] rs;
    input [4:0] rt;
    input wire [4:0] wdestReg;
    input [31:0] wbData;
    output reg [31:0] qa;
    output reg [31:0] qb;
    reg [31:0] RF [31:0];
    initial begin
        RF[0] = 'h00000000;
        RF[1] = 'hA00000AA;
        RF[2] = 'h10000011;
        RF[3] = 'h20000022;    
        RF[4] = 'h30000033;
        RF[5] = 'h40000044;
        RF[6] = 'h50000055;
        RF[7] = 'h60000066;
        RF[8] = 'h70000077;
        RF[9] = 'h80000088;
        RF[10] = 'h90000099;
    end
    always @(*)
        begin
            qa = RF[rs];
            qb = RF[rt];
        end
    always @(negedge clock)
        begin
            if(wwreg == 1)
                begin
                    RF[wdestReg] = wbData;
                end
            end
endmodule
module immExtend(imm, imm32);
	input wire [15:0] imm;
	output reg [31:0] imm32;
	always @(*) begin
	   imm32 [31:0] <= {{16{imm[15]}}, imm[15:0]};
	end
endmodule
module dataMemory (mr, mqb, mwmem, clock, mdo);
    input wire [31:0] mr;
    input wire [31:0] mqb;
    input wire mwmem;
    input wire clock;
    output reg [31:0] mdo;
    reg [31:0] mem [0:127];
    initial begin
        mem[0]=32'hA00000AA;
        mem[4]=32'h10000011;
        mem[8]=32'h20000022;
        mem[12]=32'h30000033;
        mem[16]=32'h40000044;
        mem[20]=32'h50000055;
        mem[24]=32'h60000066;
        mem[28]=32'h70000077;
        mem[32]=32'h80000088;
        mem[36]=32'h90000099;
    end
    always @(*) begin
        mdo = mem[mr];
    end
    always @(negedge clock) begin
        if (mwmem == 1) begin
            mem[mqb] = mem[mr];
        end
    end
endmodule
module idEXE(clock, wreg, m2reg, wmem, aluc, aluimm, destReg, qa, qb, imm32,
            ewreg, em2reg, ewmem, ealuc, ealuimm, edestReg, eqa, eqb, eimm32);
    input wire clock;
    input wire wreg;
    input wire m2reg;
    input wire wmem;
    input wire [3:0] aluc;
    input wire aluimm;
    input wire [4:0] destReg;
    input wire [31:0] qa;
    input wire [31:0] qb;
    input wire [31:0] imm32;
    output reg ewreg;
    output reg em2reg;
    output reg ewmem;
	output reg [3:0] ealuc;
	output reg ealuimm;
	output reg [4:0] edestReg;
	output reg [31:0] eqa;
	output reg [31:0] eqb;
	output reg [31:0] eimm32;
	always@(posedge clock) begin
		ewreg = wreg;
		em2reg = m2reg;
		ewmem = wmem;
		ealuc = aluc;
		ealuimm = aluimm;
		edestReg = destReg;
		eqa = qa;
		eqb = qb;
		eimm32 = imm32; 
	end
endmodule
module mux2(ealuimm, eqb, eimm32, b);
    input ealuimm;
    input [31:0] eqb;
    input [31:0] eimm32;
    output reg [31:0] b;
    always@(*) begin
        if (ealuimm == 1) begin
            b <= eimm32;
        end
        else begin
            b <= eqb;
        end
    end
endmodule
module alu(eqa, b, ealuc, r);
    input wire [31:0] eqa;
    input wire [31:0] b;
    input wire [3:0] ealuc;
    output reg [31:0] r;
    always @(*) begin
        case (ealuc)
            4'b0010: begin
                r = eqa+b;
            end
        endcase 
    end
endmodule
module exeMEM(clock, ewreg, em2reg, ewmem, edestReg,r, eqb, mwreg, mm2reg, 
                mwmem, mdestReg, mr, mqb);
    input wire clock;
    input wire ewreg;
    input wire em2reg;
    input wire ewmem;
    input wire [4:0] edestReg;
    input wire [31:0] r;
    input wire [31:0] eqb;
    output reg mwreg;
    output reg mm2reg;
    output reg mwmem;
    output reg [4:0] mdestReg;
    output reg [31:0] mr;
    output reg [31:0] mqb;
    always @(posedge clock) begin
        mwreg = ewreg;
        mm2reg = em2reg;
        mwmem = ewmem;
        mdestReg = edestReg;
        mr = r;
        mqb = eqb;
    end
endmodule
module memWB(clock, mwreg, mm2reg, mdestReg, mr, mdo, 
            wwreg, wm2reg, wdestReg, wbr, wdo);
    input wire clock;
    input wire mwreg;
    input wire mm2reg;
    input [4:0] mdestReg;
    input [31:0] mr;
    input [31:0] mdo;
    output reg wwreg;
    output reg wm2reg;
    output reg [4:0] wdestReg;
    output reg [31:0] wbr;
    output reg [31:0] wdo;
    always @(posedge clock) begin
        wwreg = mwreg;
        wm2reg = mm2reg;
        wdestReg = mdestReg;
        wbr = mr;
        wdo = mdo;
    end
endmodule
module wbMux(wbr, wdo, wm2reg, wbData);
    input wire [31:0] wbr;
    input wire [31:0] wdo;
    input wire wm2reg;
    output reg [31:0] wbData;
    always @(*)
        begin
            if (wm2reg == 1) begin
                wbData <= wdo;
            end
            else if (wm2reg == 0) begin
                wbData <= wbr;
            end
        end
endmodule  
```

## design/flow/run.sh

```bash
#!/bin/bash
# OpenROAD 26Q1-2900-gdf79404cd8, Yosys 0.63+post, stock flow scripts
make -C /OpenROAD-flow-scripts/flow DESIGN_CONFIG=/design/flow/config.mk WORK_HOME=/design/flow/orfs finish
```

## design/flow/config.mk

```make
export PLATFORM = sky130hd
export DESIGN_NAME = datapath
export DESIGN_NICKNAME = datapath
export VERILOG_FILES = /design/flow/design.v
export SDC_FILE = /design/flow/constraint.sdc
export NUM_CORES = 4
export LEC_CHECK = 1
export CORE_UTILIZATION = 40
export SYNTH_MEMORY_MAX_BITS = 65536
```

## design/flow/constraint.sdc

```tcl
current_design datapath

set clk_period 14.2
set clk_io_pct 0.2

create_clock -name clk0 -period $clk_period [get_ports {clock}]

set non_clock_inputs [all_inputs -no_clocks]
set_input_delay [expr $clk_period * $clk_io_pct] -clock clk0 $non_clock_inputs
set_output_delay [expr $clk_period * $clk_io_pct] -clock clk0 [all_outputs]
```

==> impl_metrics.env <==
# yosys + openroad results
export IMPL_ir_worst_vdd_uv=79.8
export IMPL_untimed_endpoints=102
export IMPL_worst_path_dominant_cell_family="buffers and inverters"
export IMPL_cts_resized=0
export IMPL_syn_area_um2=14600
export IMPL_route_vias_total=9461
export IMPL_async_flop_share_pct=0
export IMPL_fp_util_pct=40.8
export IMPL_rsz0062_at_grt="false"
export IMPL_synthCells=1122
export IMPL_max_stage_delay_ns=0.47
export IMPL_hold_path_class="register to register"
export IMPL_postCtsHoldBufs=0
export IMPL_ant_nets=0
export IMPL_antenna_found_initial=0
export IMPL_unclocked_regs=35
export IMPL_grt_overflow=0
export IMPL_fin_setup_tns_ns=0
export IMPL_path_clk_slew_ns=0.06
export IMPL_p_leak_nw=8.06
export IMPL_enable_flop_cells=166
export IMPL_port_buffers=340
export IMPL_first_global_vias=9229
export IMPL_synth_cell_types=69
export IMPL_design_core_area_um2=35700
export IMPL_viasPerCell=4.70
export IMPL_num_rows=69
export IMPL_fp_dieW_um=193
export IMPL_yosysWarnings=21
export IMPL_die_area_um2=37300
export IMPL_path_cells="nor3b_2, buf_4"
export IMPL_worstSetupPathType="register to register"
export IMPL_h_tree_depth=2
export IMPL_maxSlewViolCount=0
export IMPL_cpMaxStageDelayCell="buf_4"
export IMPL_antenna_diode_count=0
export IMPL_finalCoreUtilization_pct=54.1
export IMPL_drt_first_iter_violations=320
export IMPL_p_per_area_nw_per_um2=114
export IMPL_cts_inserted_buffers=39
export IMPL_syn_area_per_cell_um2=13.0
export IMPL_place_congestion=0.933
export IMPL_cp_arrival_ns=1.60
export IMPL_syn_to_final_growth_pct=32.4
export IMPL_pin_count=444
export IMPL_hpwlAfterDp_um=24100
export IMPL_drtPass1Iterations=30
export IMPL_root_buffer="clkbuf_16"
export IMPL_timing_worst_slew_pin_value_ns=0.899
export IMPL_cts_tree="done"
export IMPL_setup_viol=0
export IMPL_wire_per_inst_um=17.3
export IMPL_tool_warnings=156
export IMPL_layout_drive_gt1_share_pct=8.05
export IMPL_cts_setup_buffers=0
export IMPL_cap_violations=0
export IMPL_yosys_area_um2=14600
export IMPL_grt_pass1_wl_um=51100
export IMPL_drc=0
export IMPL_status="finished, final reports clean"
export IMPL_ys_flops=380
export IMPL_synthFlopType="dfxtp_1"
export IMPL_global_route_usage_total_pct=19.5
export IMPL_crit_path_start_kind="register"
export IMPL_cp_required_ns=7.29
export IMPL_die_y_um=193
export IMPL_timing_critical_path_buf_inv=1
export IMPL_cp_max_fo=32
export IMPL_drt_wl_total_um=34900
export IMPL_endpoint_kind="register"
export IMPL_fill_cells=3024
export IMPL_ys_cells=1122
export IMPL_slew_headroom_pct=39.9
export IMPL_clock_latency_ns=0.59
export IMPL_grt_max_degree=60
export IMPL_ctsLongestPathBuffers=3
export IMPL_clock_skew_ns=0.0690
export IMPL_hold_viol=0
[state kept, by name, summed over array words and instances (netlist names), 6 cells and up]
| name | flops |
|---|---|
| ifID_dp.dinstOut | 8 |
| memWB_dp.wbr | 32 |
| idEXE_dp.eqb | 32 |
| exeMEM_dp.mr | 32 |
| idEXE_dp.eqa | 32 |
| alu_dp.r | 32 |
| regFile_dp.RF | 128 |
| idEXE_dp.eimm32 | 6 |
| exeMEM_dp.mqb | 32 |
| pc_dp.pc | 30 |
[synthesized netlist by cell type, drive strengths merged (4+ instances only)]
master  instances  share of area, %
a21oi          42               1.5
ha             35               3.0
mux2i          30               2.1
xor2           21               1.3
and2            4              0.17
or2             4              0.17
o311ai          5              0.30
xnor2          40               2.4
o31ai           4              0.21
nand4           7              0.30
edfxtp        166                34
a31oi           4              0.27
o21ai          29               1.0
a21o           17              0.87
and3           15              0.64
dlxtn          35               3.6
nand2b         11              0.47
nor2           60               1.5
inv            11              0.28
nor3            9              0.42
clkbuf         15              0.39
nand3          29               1.0
dfxtp         179                25
nand2          35              0.92
buf           205                10
a22oi           6              0.31
nor2b          29               1.2
nor3b           6              0.31
mux4           20               3.1
mux2            9              0.69
[through the flow]
stage          setup slack (ns)  area, um^2  std cells  total power (W)  hold slack (ns)
6_report                   5.70       19300       2013          0.00221            0.338
5_1_grt                    5.62       19300       2013          0.00231            0.354
2_1_floorplan              3.90       15000       1223          0.00113            0.310
3_3_place_gp               5.68       17500       1816          0.00111            0.334
3_5_place_dp               5.66       17500       1816          0.00111            0.335
4_1_cts                    5.68       19300       2013          0.00224            0.340
[routing by layer]
| layer | vias to the layer above | share of wire, % | global-route usage, % |
|---|---|---|---|
| li1 | 4485 | - | - |
| met1 | 4434 | 38 | 25.3 |
| met2 | 437 | 48 | 30.8 |
| met3 | 105 | 12 | 9.01 |
| met4 | 0 | 2.2 | 4.30 |
| met5 | - | 0 | 0 |
[logic make-up after synthesis]
group / count (synthesis) / synth area share [%]
buf+inv: 231 / 10.9
other cells: 2 / 0.0514
latches: 35 / 3.60
flops: 345 / 58.7
xor+xnor: 61 / 3.66
fa+ha+maj: 36 / 3.14
mux: 59 / 5.84
simple gates: 216 / 7.60
compound gates: 137 / 6.50
[area by class of cell]
cell class / count / area (um^2) / share of cell area [%]
clock inverter: 152 / 762 / 3.94
inverter: 10 / 37.5 / 0.194
multi-input combinational: 612 / 4310 / 22.3
tap: 461 / 577 / 2.98
clock buffer: 46 / 1060 / 5.51
sequential: 380 / 9090 / 47.0
timing repair buffer: 352 / 3490 / 18.1
[worst paths after layout]
check                       start              endpoint  slack (ns)  cells after the start
max          memWB_dp.wdestReg[0]  regFile_dp.RF[1][12]        5.70                      2
min reg2reg      exeMEM_dp.mr[12]      memWB_dp.wbr[12]        0.34                      0
max reg2reg  memWB_dp.wdestReg[0]  regFile_dp.RF[1][12]        5.70                      2
min              exeMEM_dp.mr[12]      memWB_dp.wbr[12]        0.34                      0
[report_power, final]
part / switching [W] / internal, W
logic: 0.000000750 / 0
clock network: 0.000492 / 0.000681
registers: 0 / 0.00104
total: 0.000493 / 0.00172
[worst register-to-register path, stage by stage, from the launching register on]
cell,delay (ns)
dfxtp_1,0.40
nor3b_2,0.18
buf_4,0.47
[layout by cell type, fill, tap and decap left out, types with 12 or more instances in the layout]
cell               n
nand2_1           34
clkdlybuf4s50_1  340
conb_1           103
o21ai_0           27
dfxtp_1          179
edfxtp_1         166
xnor2_1           40
clkbuf_16         41
nor2_1            60
dlxtn_1           35
xor2_1            21
buf_4             12
nand3_1           28
mux2i_1           30
ha_1              35
nor2b_1           29
inv_1            138
a21oi_1           41
mux4_2            20
and3_1            15
a21o_1            17
Power is estimated from default activity; no workload was simulated.
